==> flow/design.v <==
module hazard_unit(rst, RegWriteM, RegWriteW, RD_M, RD_W, Rs1_E, Rs2_E, ForwardAE, ForwardBE);
    input rst, RegWriteM, RegWriteW;
    input [4:0] RD_M, RD_W, Rs1_E, Rs2_E;
    output [1:0] ForwardAE, ForwardBE;
    assign ForwardAE = (rst == 1'b0) ? 2'b00 : 
                       ((RegWriteM == 1'b1) & (RD_M != 5'h00) & (RD_M == Rs1_E)) ? 2'b10 :
                       ((RegWriteW == 1'b1) & (RD_W != 5'h00) & (RD_W == Rs1_E)) ? 2'b01 : 2'b00;
    assign ForwardBE = (rst == 1'b0) ? 2'b00 : 
                       ((RegWriteM == 1'b1) & (RD_M != 5'h00) & (RD_M == Rs2_E)) ? 2'b10 :
                       ((RegWriteW == 1'b1) & (RD_W != 5'h00) & (RD_W == Rs2_E)) ? 2'b01 : 2'b00;
endmodule
==> flow/run.sh <==
#!/bin/bash
# OpenROAD 26Q1-2900-gdf79404cd8, Yosys 0.63+post, stock flow scripts
make -C /OpenROAD-flow-scripts/flow DESIGN_CONFIG=/design/flow/config.mk WORK_HOME=/design/flow/orfs finish
==> flow/config.mk <==
export PLATFORM = sky130hd
export DESIGN_NAME = hazard_unit
export DESIGN_NICKNAME = hazard_unit
export VERILOG_FILES = /design/flow/design.v
export SDC_FILE = /design/flow/constraint.sdc
export NUM_CORES = 4
export LEC_CHECK = 1
export CORE_AREA = 10 10 70 70
export DIE_AREA = 0 0 80 80
==> flow/constraint.sdc <==
current_design hazard_unit

set clk_period 3.3
set clk_io_pct 0.2

create_clock -name clk0 -period $clk_period

set non_clock_inputs [all_inputs -no_clocks]
set_input_delay [expr $clk_period * $clk_io_pct] -clock clk0 $non_clock_inputs
set_output_delay [expr $clk_period * $clk_io_pct] -clock clk0 [all_outputs]
==> out/qor.yml <==
status: "completed"
top_area_cell: "xnor2_1"
period_minus_slack_ns: 3.20
gp_congestion: 0.765
power_mw: 0.0627
tns_ns: 0
setup_ws_ns: 0.102
synthCells: 36
diodes: 0
warnings: 32
slew_viol_final: 0
post_cts_buffers: 0
crit_path_max_fanout: 3
globalRoute.totalOverflow: 0
drc_errors: 0
setup_viol: 0
start_kind: "primary input"
hold_viol: 0
top_layer: "met3"
core_mm2: 0.00342
antenna_found_initial: 0
dieHeight_um: 80
rsz0062_at_grt: "no"
dp_slack_ns: 0.0970
hold_path_class: "in2out"
fin_util: 0.178
max_slew.worst_pin.slew_ns: 0.435
portBuffers: 27
drv_cap: 0
yosys-stat-area_um2: 282
synthToLayoutAreaGrowth_pct: 116
crit_type: "in2out"
ys_warn_count: 0
postCtsHoldBufs: 0
synth_area_um2: 282
flops: 0
drive_gt1_frac: 0.0476
grt_usage: 0.0376
path_cells: "clkdlybuf4s50_1 > or4_1 > nor2_2 > nor4_1 > nor3_2 > clkdlybuf4s50_1"
hold_start: "rst"
firstDrtPassIters: 3
ys_seq_frac: 0
dieWidth_um: 80
syn_area_per_cell_um2: 7.82
routed_wl_mm: 1.22
avgRoutedWirePerCell_um: 11.2
ant_nets: 0
met2_length_um: 639
via_per_inst: 3.25
drt-initial-drc-count: 7
required_ns: 2.64
ys_cells: 36
grt_max_degree: 4
postLayoutCellArea_um2: 609
grt_pass1_vias: 402
slowest_stage: "or4_1"
vdd_ir_drop_max_v: 0.0000156
max_freq_ghz: 0.313
vias: 354
slew_headroom: 0.707
met3_length_um: 120
p_leak_nw: 0.187
holdPathStages: 3
netlist_top_cells_area: "xnor2_1, xor2_1, nor3_2"
powerDensity_mw_per_mm2: 103
worstHoldEndpoint: "ForwardBE[1]"
placed_area_um2: 609
initial_core_util: 0.0824
cp.arrival_ns: 2.54
num_rows: 21
wl_met1_um: 462
max_stage_delay_ns: 0.56
post-route-period-util: 0.969
flop_area_um2: 0
top_area_frac: 0.311
grt_first_pass_wirelength_mm: 1.97
end_kind: "output port"
die_area_mm2: 0.00640
crit_top_cell: "clkdlybuf4s50_1"
ctsResizeCount: 0
clkbuf_count: 0
io_pins: 27
ys_types: 11
layout make-up:
cell class / count / area, um2
fillers: 388 / 2810
multi-input cells: 36 / 282
well taps: 46 / 57.6
repair buffers: 27 / 270
power breakdown:
part / switching, mW / internal (mW) / total (mW)
clock: 0 / 0 / 0
sequential: 0 / 0 / 0
combinational: 0.0231 / 0.0396 / 0.0627
total: 0.0231 / 0.0396 / 0.0627
cell usage after synthesis:
cell type and instances:
nand4_1 2, xor2_1 10, nand3_1 2, nor2_2 1, nor3_1 2, nor3_2 2, o211ai_1 1, or4_1 2
nor4_1 2, xnor2_1 10, and2_1 2
layout by cell type (no fill, tap or decap):
cell type,n
nand4_1,2
or4_1,2
xor2_1,10
clkdlybuf4s50_1,27
o211ai_1,1
nor2_2,1
nor3_2,2
nor4_1,2
and2_1,2
xnor2_1,10
nor3_1,2
nand3_1,2
routing by layer:
metal	vias to the layer above	GRT usage
met1	158	0.0415
met5	-	0
met4	0	0
met3	0	0.0125
li1	184	-
met2	12	0.0714
logic make-up after synthesis:
logic type,synth area share
XOR/XNOR,0.622
AND/OR/NAND/NOR,0.351
AND-OR/OR-AND,0.0267
worst max-delay path, delay by kind of cell:
family,cells,cell delay [ns]
buffers and inverters,2,0.95
and+or+nand+nor,4,0.93
stage by stage:
stage | instances | hold slack [ns]
4_1_cts | 109 | 2.31
2_1_floorplan | 36 | 1.39
6_report | 109 | 2.31
3_5_place_dp | 109 | 2.31
5_1_grt | 109 | 2.37
3_3_place_gp | 109 | 2.31
worst max-delay path by stage:
| stage | start | end | slack [ns] | cells after the start |
|---|---|---|---|---|
| final | RD_M[1] | ForwardAE[0] | 0.10 | 6 |
| after global routing | RD_M[4] | ForwardAE[1] | 0.003 | 6 |
| after CTS | RD_M[1] | ForwardAE[0] | 0.09 | 6 |
Power is estimated from default activity; no workload was simulated.
